### flow/config.mk
export PLATFORM = sky130hd
export DESIGN_NAME = slaveFIFO2b_streamIN_only
export DESIGN_NICKNAME = slaveFIFO2b_streamIN_only
export VERILOG_FILES = /design/flow/design.v
export SDC_FILE = /design/flow/constraint.sdc
export NUM_CORES = 4
export LEC_CHECK = 1
export CORE_AREA = 10 10 70 70
export DIE_AREA = 0 0 80 80
### flow/constraint.sdc
current_design slaveFIFO2b_streamIN_only

set clk_period 1.1
set clk_io_pct 0.2

create_clock -name clk0 -period $clk_period [get_ports {clk}]

set non_clock_inputs [all_inputs -no_clocks]
set_input_delay [expr $clk_period * $clk_io_pct] -clock clk0 $non_clock_inputs
set_output_delay [expr $clk_period * $clk_io_pct] -clock clk0 [all_outputs]
### flow/design.v
`default_nettype none
module slaveFIFO2b_streamIN_only  #( parameter DW = 32 )
(
	input	wire						reset_,					 
	input	wire						clk,						 
	output	wire						wfifo_rd,
	input	wire						fifo_aempty,
	output	wire						clk_out,				 
	output	wire [1:0]				faddr,					 
	output	wire						slrd_,					 
	output	wire						slwr_,					 
	input	wire						flaga,					 
	input	wire						flagb,					 
	output	wire						sloe_,					 
	output	wire						slcs_,					 
	output	wire						pktend_				 
);
	reg [2:0]							current_stream_in_state;
	reg [2:0]							next_stream_in_state;
	reg [DW-1:0]						data_gen_stream_in;
	localparam [2:0]				stream_in_idle					= 3'd0;
	localparam [2:0]				stream_in_wait_flagb			= 3'd1;
	localparam [2:0]				stream_in_write					= 3'd2;
	localparam [2:0]				stream_in_write_wr_delay	= 3'd3;
	reg									flaga_d;
	reg									flagb_d;
	reg slwr_streamIN_d1_;
	wire slwr_streamIN_;
	assign slcs_			= 1'b0;
	assign pktend_		= 1'b1;
	assign slrd_			= 1'b1;
	assign faddr			= 2'd0;
	assign sloe_			= 1'b1;
	assign slwr_   = slwr_streamIN_d1_;   
	assign clk_out = ~clk;
	always @(posedge clk, negedge reset_) begin
		if( !reset_ ) begin 
			flaga_d <= 1'd0;
			flagb_d <= 1'd0;
		end
			else begin
				flaga_d <= flaga;
				flagb_d <= flagb;
			end	
	end
	assign slwr_streamIN_ = ( (!fifo_aempty) & (current_stream_in_state == stream_in_write)) ? 1'b0 : 1'b1;
	assign wfifo_rd =  ~slwr_streamIN_;
	always @(posedge clk, negedge reset_) begin
		if( !reset_ ) begin 
			slwr_streamIN_d1_ <= 1'b1;
		end
			else begin
				slwr_streamIN_d1_ <= slwr_streamIN_;
			end	
	end
	always @(posedge clk, negedge reset_) begin
		if( !reset_ ) begin 
			current_stream_in_state <= stream_in_idle;
		end
			else begin
				current_stream_in_state <= next_stream_in_state;
			end	
	end
	always @(*) begin
		next_stream_in_state = current_stream_in_state;
		case( current_stream_in_state )
			stream_in_idle: begin
				if(flaga_d == 1'b1) begin
					next_stream_in_state = stream_in_wait_flagb; 
				end else begin
					next_stream_in_state = stream_in_idle;
				end	
			end
			stream_in_wait_flagb: begin
				if ( flagb_d == 1'b1 ) begin
					next_stream_in_state = stream_in_write; 
				end else begin
					next_stream_in_state = stream_in_wait_flagb; 
				end
			end
			stream_in_write: begin
				if( flagb_d == 1'b0 ) begin
					next_stream_in_state = stream_in_write_wr_delay;
				end else begin
					next_stream_in_state = stream_in_write;
				end
			end
			stream_in_write_wr_delay: begin
				next_stream_in_state = stream_in_idle;
			end
		endcase
	end
endmodule
### flow/run.sh
#!/bin/bash
# OpenROAD 26Q1-2900-gdf79404cd8, Yosys 0.63+post, stock flow scripts
make -C /OpenROAD-flow-scripts/flow DESIGN_CONFIG=/design/flow/config.mk WORK_HOME=/design/flow/orfs finish
==> flow_summary.toml <==
# physical design summary
[status]
outcome = "finished clean"

[placement]
port-buffer-count = 7
place_inst = 76
globalplace.congestion = 0.642
place_area_sq_um = 389
pre_cts_ws_ns = -0.402
place_hpwl_microns = 449

[flow_run]
maxCapViolCount = 0
warning_count = 29

[cts]
h-tree-depth = 1
clk_pin_slew_ns = 0.06
clock_latency_ns = 0.22
clockBufferDepth = 2
cts_buffers = 3
cts_root_buf = "clkbuf_4"
cts_tree = "done"

[hold_path]
holdCritPathClass = "input pin to asynchronous set/reset pin"

[setup_path]
cp.required_ns = 0.88
worstPathMaxFanout = 4
cpPeakStageDelay_ns = 0.11
crit_chain = "buf_8 > buf_8 > inv_2 > buf_2"
slowest_stage = "buf_8"
crit_type = "clock port to primary output"
r2r-start = "current_stream_in_state[1]$_DFF_PN0_"
worstSetupEndpointType = "primary output"
startpoint_type = "clock port"
arrival_ns = 0.87
cpMostUsedCell = "buf_8"
cp-startpoint = "clk"

[logic_synthesis]
synth_area_sq_um = 292
synth_stat.cells = 25
top_cell = "buf_4"
top_area_share_pct = 42.9
async_flop_share_pct = 100
yosys.area.top_type = "dfrtp_1"
yosysChipArea_sq_um = 292
synth_cells = 25
synth_warnings = 1
ys.flops = 7
synth_area_per_cell_sq_um = 11.7
ff_type = "dfrtp_1"
ys_seq_share_pct = 60.9
synth_cell_type_count = 11
enable_flop_cells = 0
yosys-top-cells-count = "buf_4 (6), dfrtp_1 (5), inv_1 (4)"
topCellsByArea = "dfrtp_1 (43%), dfstp_2 (18%), buf_4 (15%)"

[timing]
hold_viol_final = 0
grt_setup_unrepaired = "true"
final-setup-viol-count = 0
fin_skew_ns = 0.0498
finalMaxSlewViolations = 0
fin_setup_tns_ns = 0
setup_slack_ns = 0.00772

[global_route]
grt_overflow = 0
antenna_found_initial = 0
grtUsageTotal_pct = 2.05
grt_max_degree = 8
grt_pass1_wl_microns = 986
first_global_vias = 221

[routing]
drc_errors = 0
firstDrtPassIters = 1
antenna_cells = 0
wl_microns = 572
viasPerCell = 2.07
drt-initial-drc-count = 0
vias = 168
drt.antenna.violating_nets = 0
detail_route.wl_per_cell_microns = 7.06

[power_and_ir_drop]
p_leak_nw = 0.194
peakVddDrop_uv = 622
power_uw = 705
p_per_area_nw_per_um2 = 1670

[floorplanning]
die_h_microns = 80
core_util_floorplan_pct = 8.53
ios = 14
die_w_microns = 80
rows = 21
die_area_sq_um = 6400
fp.coreArea_sq_um = 3420

[finish]
layout.cells.non_filler = 81
areaGrowthSynthToFinish_pct = 44.6
final_cell_area_sq_um = 422
drive_gt1_share_pct = 34.3
## path summary, 6_finish.rpt
kind,slack [ns],endpoint,cells after the start
min reg2reg,0.43,current_stream_in_state[0]$_DFF_PN1_,1
min in group clk0,0.43,current_stream_in_state[0]$_DFF_PN1_,1
max,0.008,clk_out,4
max in group asynchronous,0.51,slwr_streamIN_d1_$_DFF_PN1_,1
max reg2reg,0.31,slwr_streamIN_d1_$_DFF_PN1_,3
min,0.25,flaga_d$_DFF_PN0_,1
## per-layer routing
metal	part of all wire [%]	routed length, microns	vias to the layer above	GRT usage (%)
li1	-	-	81	-
met1	50	286	71	2.49
met2	29	167	12	1.85
met3	17	100	4	2.61
met4	3.0	17	0	0.880
met5	0	0	-	0
## flip-flops by register name, indices dropped and copies added, names as in the netlist
| register | flops |
|---|---|
| current_stream_in_state | 4 |
| flaga_d | 1 |
| flagb_d | 1 |
| slwr_streamIN_d1_ | 1 |
## kinds of logic (layout without fill, tap and decap cells)
kind of cell / count (synthesis) / count (layout) / share of synthesized area [%]
AND/OR/NAND/NOR: 3 / 3 / 9.01
AND-OR/OR-AND: 3 / 3 / 6.87
flip-flops: 7 / 7 / 60.9
buffers and inverters: 10 / 16 / 20.6
other: 2 / 6 / 2.58
## worst max-delay path, delay by kind of cell
| family | cells | cell delay [ns] |
|---|---|---|
| buffers and inverters | 4 | 0.32 |
## stage by stage
step | utilization (%) | hold WS (ns)
5_1_grt | 12.3 | 0.253
4_1_cts | 12.1 | 0.231
3_5_place_dp | 11.4 | 0.423
6_report | 12.3 | 0.251
2_1_floorplan | - | -0.0756
3_3_place_gp | 11.4 | 0.409
## cells in the final DEF, fill, tap and decap left out
cell,instances
a21o_1,1
dlygate4sd2_1,1
buf_2,3
clkdlybuf4s50_1,3
clkbuf_4,1
nand2_1,1
clkbuf_1,1
buf_8,2
nor2b_4,1
o21a_1,1
conb_1,6
o21ai_0,1
and2b_2,1
inv_1,3
dfrtp_1,5
dfstp_2,2
inv_2,1
buf_4,1
## area by class of cell
cell class | count | area (sq um)
Clock inverter | 1 | 3.75
Clock buffer | 5 | 46.3
Sequential cell | 7 | 178
Fill cell | 402 | 2990
Tap cell | 46 | 57.6
Timing Repair Buffer | 7 | 56.3
Inverter | 3 | 11.3
Multi-Input combinational cell | 12 | 68.8
## timing repair
item,4_1_cts,5_1_grt
setup buffers,0,1
gates cloned,0,0
hold buffers,0,0
setup endpoints to repair,3,2
endpoints found under the hold margin,0,0
gates resized,13,2
## power breakdown
| part | internal (mW) | switching [mW] | total, mW |
|---|---|---|---|
| clock network | 0.280 | 0.139 | 0.420 |
| logic | 0.0118 | 0.00864 | 0.0205 |
| registers | 0.262 | 0.00212 | 0.264 |
| total | 0.555 | 0.150 | 0.705 |
Power and IR drop assume default switching activity.
